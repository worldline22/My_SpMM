$ cat flow/run.sh
#!/bin/bash
# OpenROAD 26Q1-2900-gdf79404cd8, Yosys 0.63+post, stock flow scripts
make -C /OpenROAD-flow-scripts/flow DESIGN_CONFIG=/design/flow/config.mk WORK_HOME=/design/flow/orfs finish
$ cat flow/config.mk
export PLATFORM = sky130hd
export DESIGN_NAME = add_
export DESIGN_NICKNAME = add_
export VERILOG_FILES = /design/flow/design.v
export SDC_FILE = /design/flow/constraint.sdc
export NUM_CORES = 4
export LEC_CHECK = 1
export CORE_AREA = 10 10 70 70
export DIE_AREA = 0 0 80 80
export SYNTH_HDL_FRONTEND = slang
$ cat flow/constraint.sdc
current_design add_

set clk_period 3.7
set clk_io_pct 0.2

create_clock -name clk0 -period $clk_period [get_ports {clock}]

set non_clock_inputs [all_inputs -no_clocks]
set_input_delay [expr $clk_period * $clk_io_pct] -clock clk0 $non_clock_inputs
set_output_delay [expr $clk_period * $clk_io_pct] -clock clk0 [all_outputs]
$ cat flow/design.v
typedef struct packed { logic [8-1:0] data; } data_t;
module add_(     
    input   logic   clock,
    input   data_t  a,
    input   data_t  b,
    output  data_t  out
);
    always_ff @(posedge clock) begin
        out.data <= a.data + b.data;
    end
endmodule
module mul_(     
    input   logic   clock,
    input   data_t  a,
    input   data_t  b,
    output  data_t out
);
    always_ff @(posedge clock) begin
        out.data <= a.data * b.data;
    end
endmodule
module RedUnit(
    input   logic               clock,
                                reset,
    input   data_t              data[16-1:0],    
    input   logic               split[16-1:0],   
    input   logic [($clog2(16))-1:0]    out_idx[16-1:0],
    output  data_t              out_data[16-1:0],
    output  int                 delay,
    output  int                 num_el
);
    data_t prefix_sum[16-1:0];
    data_t output_local[16-1:0];
    data_t halo_adder;
    logic halo_delay;
    always_ff @(posedge clock or posedge reset) begin
        if(reset) begin
            for(int i = 0; i < 16; i++) begin
                prefix_sum[i] <= 0;
                output_local[i] <= 0;
                halo_delay <= 1;
            end
        end
        else begin
            for(int i = 0; i < 16; i++) begin
                if(i > 0) begin
                   if (split[i-1] == 1) begin
                        prefix_sum[i] <= data[i];
                   end
                   else begin
                        prefix_sum[i] <= prefix_sum[i-1] + data[i];
                   end
                end
                else begin
                    prefix_sum[i] <= data[i] + halo_adder;
                    halo_delay <= 0;
                end
                if (split[i] == 1) begin
                    output_local[out_idx[i]] <= prefix_sum[i];
                end
            end
            if (halo_delay == 0) begin
                if (split[16-1] == 1) begin
                    halo_adder <= prefix_sum[16-1];
                end
            end
            else begin
                halo_adder <= 0;
            end
        end
    end
    generate
        for(genvar i = 0; i < 16; i++) begin
            assign out_data[i] = output_local[i];
        end
    endgenerate
    assign num_el = 16;
    assign delay = 16;   
endmodule
module PE(
    input   logic               clock,
                                reset,
    input   logic               lhs_start,
    input   logic [(2*$clog2(16))-1:0]  lhs_ptr [16-1:0],
    input   logic [($clog2(16))-1:0]    lhs_col [16-1:0],
    input   data_t              lhs_data[16-1:0],
    input   data_t              rhs[16-1:0],
    output  data_t              out[16-1:0],
    output  int                 delay,
    output  int                 num_el
);
    assign num_el = 16;
    assign delay = 0;
    generate
        for(genvar i = 0; i < 16; i++) begin
            assign out[i] = 0;
        end
    endgenerate
endmodule
module SpMM(
    input   logic               clock,
                                reset,
    output  logic               lhs_ready_ns,
                                lhs_ready_ws,
                                lhs_ready_os,
                                lhs_ready_wos,
    input   logic               lhs_start,
                                lhs_ws,
                                lhs_os,
    input   logic [(2*$clog2(16))-1:0]  lhs_ptr [16-1:0],
    input   logic [($clog2(16))-1:0]    lhs_col [16-1:0],
    input   data_t              lhs_data[16-1:0],
    output  logic               rhs_ready,
    input   logic               rhs_start,
    input   data_t              rhs_data [3:0][16-1:0],
    output  logic               out_ready,
    input   logic               out_start,
    output  data_t              out_data [3:0][16-1:0],
    output  int                 num_el
);
    assign num_el = 16;
    assign lhs_ready_ns = 0;
    assign lhs_ready_ws = 0;
    assign lhs_ready_os = 0;
    assign lhs_ready_wos = 0;
    assign rhs_ready = 0;
    assign out_ready = 0;
endmodule
==> load_flow_metrics.sql <==
-- flow metrics import
INSERT INTO impl_metrics (metric_group, metric, value, unit) VALUES
('logic_synthesis', 'simple_gate_fraction_of_synth_area', '9.41', '%'),
('cts', 'cts.repair.resized', '0', ''),
('floorplan', 'core_area', '3420', 'um2'),
('logic_synthesis', 'yosysCellCount', '50', ''),
('floorplan', 'floorplan.die_area', '6400', 'um2'),
('flow_run', 'max_cap_viol_count', '0', ''),
('cells_and_area', 'stdcell_area', '812', 'um2'),
('sta', 'worstMarginPinSlew', '0.414', 'ns'),
('floorplan', 'fp-utilization', '14.4', '%'),
('power', 'vdd_ir_drop_max', '60.9', 'uV'),
('sta', 'post-route-worst-setup-slack', '1.51', 'ns'),
('sta', 'finalSetupTns', '0', 'ns'),
('cts', 'htreeDepth', '1', ''),
('cells_and_area', 'largest_register', 'out', ''),
('global_route', 'number_of_antenna_violations_at_the_first_check_in_global_routing', '0', ''),
('cells_and_area', 'flop_area', '160', 'um2'),
('cells_and_area', 'fill_cells', '367', ''),
('global_route', 'layer_with_the_highest_usage_after_global_routing', 'met2', ''),
('cells_and_area', 'fraction_of_final_layout_cells_with_drive_strength_greater_than_1', '5.19', '%'),
('sta', 'final-max-slew-violation-count', '0', ''),
('sta', 'maxSlewHeadroom', '72.2', '%'),
('worst_setup_path', 'worstPathRequired', '3.80', 'ns'),
('power', 'internal-power', '202', 'uW'),
('worst_setup_path', 'critical_path.cell_chain', 'clkdlybuf4s50_1 > ha_1 > inv_1 > fa_1 > nor2b_4 > o31a_1 > o311ai_1', ''),
('global_route', 'grt_use_total', '3.42', '%'),
('global_route', 'grt_start_max_net_pins', '7', ''),
('floorplan', 'die_x', '80', 'um'),
('cts', 'numCtsBuffers', '3', ''),
('worst_setup_path', 'critical_path_peak_fanout', '3', ''),
('run_status', 'run_status', 'complete, no violations', ''),
('cts', 'post-cts-setup-buffers', '0', ''),
('drt', 'count_of_tritonroute_iterations_in_the_first_routing_pass', '2', ''),
('cts', 'max-clock-path-buffers', '2', ''),
('cells_and_area', 'areaGrowthSynthToFinish', '65.1', '%'),
('logic_synthesis', 'mappedNetlistArea', '492', 'um2'),
('placement', 'placement.io_buffers', '24', ''),
('drt', 'insertedDiodeCount', '0', ''),
('worst_setup_path', 'worstSetupPathDepth', '7', ''),
('logic_synthesis', 'synth_sequential_area_ratio', '32.6', '%'),
('global_route', 'use_met2', '5.38', '%'),
('worst_setup_path', 'critical_path_buf_inv_count', '2', ''),
('logic_synthesis', 'synth-compound-area-share', '25.2', '%'),
('global_route', 'globalRouteOverflowTotal', '0', ''),
('drt', 'avgRoutedWirePerCell', '9.45', 'um'),
('global_route', 'grt_use_met1', '3.85', '%'),
('global_route', 'grt_pass1_wl', '1.81', 'mm'),
('drt', 'drt-vias-per-instance', '3.54', ''),
('placement', 'dpl-instance-area', '790', 'um2'),
('logic_synthesis', 'ys_sh_adder', '21.9', '%'),
('sta', 'count_of_endpoints_failing_setup_in_the_final_report', '0', ''),
('power', 'clock_power_share', '23.0', '%'),
('floorplan', 'num_io_pins', '25', ''),
('power', 'power.static_leakage', '0.323', 'nW'),
('sta', 'hold_violations', '0', ''),
('cts', 'cts.reportedPaths.clkPinSlew', '0.05', 'ns'),
('sta', 'finalCriticalPeriod', '2.19', 'ns'),
('floorplan', 'placementRows', '21', ''),
('cells_and_area', 'layout.area.comb', '313', 'um2'),
('sta', 'setup_repair_after_global_routing_missed_its_margin', 'no', ''),
('cts', 'cts_tree', 'built', ''),
('power', 'power_switching', '58.4', 'uW'),
('sta', 'fin_crit_sh', '59.2', '%'),
('worst_setup_path', 'largest_stage_delay_worst_path', '0.47', 'ns'),
('placement', 'place_worst_setup_slack', '1.27', 'ns'),
('floorplan', 'die_y', '80', 'um'),
('cts', 'cts_hold_buffers', '0', ''),
('cells_and_area', 'biggestRegsByFlops', 'out x8', ''),
('power', 'share_comb_of_total_power', '36.4', '%'),
('placement', 'globalplace.congestion', '0.737', ''),
('logic_synthesis', 'synth-warning-count', '0', ''),
('drt', 'route.detailed.drc', '0', '');
[placed cells by master, fill, tap and decap left out, drive strengths merged]
cell,count
nand2b,1
ha,7
o31a,1
a21o,1
inv,5
o21a,1
o311ai,2
fa,1
a21oi,5
clkbuf,3
nor3b,1
nor3,1
nor2,1
dfxtp,8
a221oi,1
clkdlybuf4s50,24
o21ai,2
o2bb2ai,1
a211oi,1
nand2,1
xnor2,2
xor2,2
o211ai,3
nor2b,2
[per-stage QoR]
step | cells | power (mW) | util [%] | hold slack, ns
CTS | 123 | 0.266 | 23.8 | 1.10
finish | 123 | 0.260 | 23.8 | 1.11
global placement | 120 | 0.202 | 23.1 | 1.34
detailed placement | 120 | 0.204 | 23.1 | 1.36
floorplan | 50 | 0.147 | - | 0.860
global route | 123 | 0.282 | 23.8 | 1.12
[logic make-up (layout without fill, tap and decap cells)]
group | Yosys count | after routing
adder cells (fa/ha/maj) | 8 | 8
flip-flops | 8 | 8
AND/OR/NAND/NOR | 7 | 7
AND-OR/OR-AND | 18 | 18
XOR/XNOR | 4 | 4
buffers and inverters | 5 | 32
[synthesized netlist by cell type]
master / n / area, um2
a211oi_1: 1 / 7.51
a21o_1: 1 / 7.51
a21oi_1: 5 / 25.0
a221oi_1: 1 / 8.76
dfxtp_1: 8 / 160
fa_1: 1 / 20.0
ha_1: 7 / 87.6
inv_1: 5 / 18.8
nand2_1: 1 / 3.75
nand2b_1: 1 / 6.26
nor2_1: 1 / 3.75
nor2b_1: 1 / 6.26
nor2b_4: 1 / 13.8
nor3_1: 1 / 5.00
nor3b_1: 1 / 7.51
o211ai_1: 3 / 22.5
o21a_1: 1 / 7.51
o21ai_0: 2 / 10.0
o2bb2ai_1: 1 / 8.76
o311ai_0: 1 / 8.76
o311ai_1: 1 / 8.76
o31a_1: 1 / 8.76
xnor2_1: 2 / 17.5
xor2_1: 2 / 17.5
[layer usage]
metal  routed length, um  share of wire, %
met1                 460                40
met4                   0                 0
met5                   0                 0
met3                 189                16
met2                 511                44
[how the worst min path moves through the flow]
stage | from | endpoint
CTS | a[0] | out[0]$_DFF_P_
global route | a[0] | out[0]$_DFF_P_
finish | a[0] | out[0]$_DFF_P_
[final cells by class]
type	instances	share of cell area [%]
Multi-Input combinational cell	37	38.5
Inverter	5	2.31
Tap cell	46	7.09
Clock buffer	3	2.77
Timing Repair Buffer	24	29.6
Sequential cell	8	19.7
[power by group through the flow]
| stage | sequential, mW | combinational (mW) | clock [mW] |
|---|---|---|---|
| CTS | 0.106 | 0.0967 | 0.0632 |
| global route | 0.108 | 0.107 | 0.0681 |
| finish | 0.106 | 0.0947 | 0.0599 |
Power is estimated from default activity; no workload was simulated.
